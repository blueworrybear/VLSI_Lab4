$ cat design/flow/config.mk
export PLATFORM = sky130hd
export DESIGN_NAME = LZC
export DESIGN_NICKNAME = LZC
export VERILOG_FILES = /design/flow/design.v
export SDC_FILE = /design/flow/constraint.sdc
export NUM_CORES = 4
export LEC_CHECK = 1
export CORE_AREA = 10 10 98 98
export DIE_AREA = 0 0 108 108
$ cat design/flow/constraint.sdc
current_design LZC

set clk_period 1.9
set clk_io_pct 0.2

create_clock -name clk0 -period $clk_period [get_ports {CLK}]

set non_clock_inputs [all_inputs -no_clocks]
set_input_delay [expr $clk_period * $clk_io_pct] -clock clk0 $non_clock_inputs
set_output_delay [expr $clk_period * $clk_io_pct] -clock clk0 [all_outputs]
$ cat design/flow/design.v
module LZC(
    input wire CLK,
    input wire RST_N,
    input wire MODE,
    input wire [7:0] DATA,
    input wire IVALID,
    output reg [5:0] ZEROS,
    output reg OVALID
);
parameter [1:0] IDLE = 2'b00;
parameter [1:0] CALC = 2'b01;
parameter [1:0] FINISH = 2'b10;
reg [2:0] time_cnt;
reg [1:0] state;
reg found;
function [5:0] zeros_cnt;
input[7:0] data;
begin
	if (data[7:0] == 0) begin
     	zeros_cnt = 6'd8;
    end else if (data[7:1] == 0) begin
     	zeros_cnt = 6'd7;
	end else if (data[7:2] == 0) begin
	    zeros_cnt = 6'd6;
    end else if (data[7:3] == 0) begin
        zeros_cnt = 6'd5;
    end else if (data[7:4] == 0) begin
        zeros_cnt = 6'd4;
    end else if (data[7:5] == 0) begin
        zeros_cnt = 6'd3;
    end else if (data[7:6] == 0) begin
        zeros_cnt = 6'd2;
    end else if (data[7] == 0) begin
        zeros_cnt = 6'd1;
    end else begin
        zeros_cnt = 6'd0;
    end
end
endfunction
always @(posedge CLK or negedge RST_N) begin
    if(RST_N == 1'b0) begin
		state = IDLE;
        ZEROS = 6'd0;
        time_cnt = 3'd0;
        OVALID = 1'b0;
        found = 1'b0;
	end else begin
		case (state)
        	IDLE : begin
            	OVALID = 1'b0;
            	if (IVALID) begin
                    ZEROS = zeros_cnt(DATA);
                    time_cnt = 3'd0;
                	state = CALC;
                    if (DATA != 8'd0) begin
                        found = 1'b1;
                    end else begin
                        found = 1'b0;    
                    end
            	end else begin
					state = IDLE;
				end
        	end
            CALC : begin
                if (IVALID == 1'b1) begin
                    time_cnt = time_cnt + 1;
                    if (found == 1'b0)begin
                       ZEROS = ZEROS + zeros_cnt(DATA); 
                    end
                    if (DATA != 8'd0) begin
                        found = 1'b1;
                    end
                    if (MODE == 1'b0) begin
                        if (time_cnt == 3'd3) begin
                            state = FINISH;
                        end else begin
                            state = CALC;
                        end
                    end else begin
                        if (time_cnt == 3'd3 | DATA != 8'd0) begin
                            state = FINISH;
                        end else begin
                            state = CALC;
                        end
                    end
                end else begin
                    state <= CALC;
                end
            end
            FINISH: begin
    			OVALID = 1'b1;
    			state = IDLE;
    		end
    		default: begin
    			OVALID = 1'b0;
    			state = IDLE;
            end
        endcase
    end
end
endmodule
$ cat design/flow/run.sh
#!/bin/bash
# OpenROAD 26Q1-2900-gdf79404cd8, Yosys 0.63+post, stock flow scripts
make -C /OpenROAD-flow-scripts/flow DESIGN_CONFIG=/design/flow/config.mk WORK_HOME=/design/flow/orfs finish
==> results.cfg <==
; synthesis and place-and-route metrics
[worst_hold_path]
hp-class = input pin to asynchronous set/reset pin

[timing]
hold_violations = 0
relSlewSlack_pct = 72.55
setup_ws_ns = -0.5213
setup_viol = 5
fin_skew_ns = 0.01179
period_minus_slack_ns = 2.421
drv_slew = 0
worstMarginPinSlew_ns = 0.4080
timing.fmax_ghz = 0.4130
finalHoldWorstSlack_ns = 0.4433
period_used_pct = 127.4
rsz0062_at_grt = yes

[die]
initCoreUtil_pct = 11.81
ios = 19
rows = 32
die_w_um = 108
chipHeight_um = 108
dieArea_um2 = 11660
core-area_um2 = 7647

[cts]
path_clk_slew_ns = 0.06
clk_latency_ns = 0.25
root_buffer = clkbuf_8
numCtsBuffers = 3
h-tree-depth = 1
cts_tree = yes
clk_path_buf_depth = 2
cts.sinks = 14

[worst_setup_path]
rrSetupSlack_ns = 0.34
critPathCaptureType = flop
worst-path-max-fanout = 3
arrival_ns = 2.59
reg2regPathDepth = 5
startpoint_type = input pin
critPathKind = input pin to flop
required_ns = 2.07

[logic_synthesis]
top_area_share_pct = 36.01
yosys_most_used_dff = dfrtp_1
synth_seq_share_pct = 38.92
ys_types = 35
async_flop_share_pct = 100.0
synth_warnings = 1
synth-xor-area-share_pct = 0
yosys.area_share.simple_pct = 20.91
mux_share_pct = 3.463
top_cell = dfrtp_1
synth_flops = 14
top_area_cell = dfrtp_1
synthTopCellsByCount = 13 x dfrtp_1, 10 x nand2_1, 10 x o21ai_0, 7 x inv_1
yosys-stat-cells = 99
yosysChipArea_um2 = 903.4
ys_sh_aoi_pct = 22.02
syn_area_per_cell_um2 = 9.125
yosys-top-cells-area = dfrtp_1 36%, ha_1 8.3%, o21ai_0 5.5%
netlist_area_um2 = 903.4
adder_share_pct = 10.53
top_logic_kind = AND-OR/OR-AND gates
synthCells = 99
synth-edff-count = 0

[global_routing]
grt_max_degree = 15
grt_pass1_wl_um = 3815
antenna_found_initial = 0
first_global_vias = 834
grt_remaining_overflow = 0
grt_use_total_pct = 4.083

[status]
violations = negative setup slack
outcome = finished with violations

[flow_run]
warnings = 29
drv_cap = 0

[pwr]
pwr-share-seq_pct = 36.0
powerDensity_nw_per_um2 = 926.5
p_leak_nw = 0.6396
power.total_mw = 1.374
power_frac_clock_pct = 18.1
peakVddDrop_mv = 0.3241
intPower_mw = 0.8940
p_switching_mw = 0.4796
power_frac_comb_pct = 45.9
swShare_pct = 34.92

[place]
hpwl_um = 1917
dp_cells = 234
io_buffers = 18
place.gp.congestion = 0.8050

[final_layout]
fin_cells = 241
areaGrowthSynthToFinish_pct = 64.13
postLayoutCoreUtil_pct = 19.39
drive_above_1_share_pct = 32.37

[drt]
drt_iter0_markers = 29
drtPass1Iterations = 4
drt_wl_total_um = 2464
diodes = 0
vias_per_cell = 3.614
vias = 871
drc_errors = 0
antenna_left = 0
wire_per_inst_um = 10.22
-- cell usage in the layout, fill, tap and decap left out, types with 2 or more instances in the layout --
master           instances
buf_4                   20
clkdlybuf4s50_1         14
dfrtp_1                 13
nand2_1                 10
nand2b_1                 6
nor2_1                   6
o21ai_0                  6
inv_1                    5
a21oi_1                  5
a21o_1                   4
ha_1                     4
o21ai_1                  3
clkbuf_8                 3
inv_2                    2
mux2i_1                  2
ha_4                     2
buf_6                    2
-- registers in the layout, indices dropped and copies added, names as in the netlist --
name      count
OVALID        1
state         3
found         1
time_cnt      3
ZEROS         6
-- metal layers --
| metal | up-vias | routed length (um) | global-route usage [%] |
|---|---|---|---|
| li1 | 440 | - | - |
| met3 | 2 | 203 | 2.048 |
| met1 | 413 | 1089 | 5.298 |
| met2 | 16 | 1160 | 6.293 |
| met5 | - | 0 | 0 |
| met4 | 0 | 10 | 0.1908 |
-- final cells by class --
| type | count | area [um^2] |
|---|---|---|
| tap | 102 | 127.6 |
| clock buffer | 4 | 45.04 |
| inverter | 8 | 32.53 |
| multi-input combinational | 75 | 598.1 |
| timing repair buffer | 38 | 327.8 |
| fill | 822 | 6165 |
| sequential | 14 | 351.6 |
-- power by group through the flow --
stage | sequential [mW] | combinational (mW) | clock [mW]
after global routing | 0.511 | 0.706 | 0.273
final | 0.495 | 0.630 | 0.249
after CTS | 0.494 | 0.633 | 0.258
-- worst max-delay path: stages --
cell and delay [ns]:
buf_6 0.09, or4_4 0.52, or3_4 0.35, a21o_1 0.20, ha_4 0.18, inv_2 0.06
fa_2 0.42, or3_1 0.32, o211ai_2 0.06
-- timing repair --
item	CTS	global route
setup buffers	3	0
pin swaps	13	8
resized	24	2
hold buffers	0	0
endpoints found under the setup margin	9	5
-- through the flow --
step	cell area (um^2)	TNS, ns	worst slack, ns
finish	1483	-2.336	-0.5213
CTS	1474	-2.634	-0.6127
detailed placement	1374	-6.797	-1.173
global placement	1374	-6.625	-1.133
global route	1483	-2.641	-0.5723
floorplan	945.9	-2.837	-0.5894
-- final timing paths --
kind | from | end
hold / removal | RST_N | ZEROS[5]
max in group asynchronous | RST_N | state[0]
setup / recovery | DATA[4] | ZEROS[1]
hold reg to reg | state[1] | state[0]
setup reg to reg | ZEROS[2] | ZEROS[5]
min in group clk0 | state[1] | state[0]
-- cell families after synthesis --
kind of cell	count (synthesis)
adders and majority gates	7
and+or+nand+nor	35
buffers and inverters	10
muxes	3
AOI/OAI and AO/OA	30
DFF	14
Power figures rest on the tool's default switching activity, not on a simulated workload.
